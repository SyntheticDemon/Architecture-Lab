==> ./design.v <==
module ConditionCheck(
    input [3:0] condition,
    input [3:0] status,
    output reg result
);
    wire n, z, c, v;
    assign {z, c, n, v} = status;
always @(condition, n, z, c, v) begin
        result = 1'b0;
        case (condition)
            4'b0000: result = z;              
            4'b0001: result = ~z;             
            4'b0010: result = c;              
            4'b0011: result = ~c;             
            4'b0100: result = n;              
            4'b0101: result = ~n;             
            4'b0110: result = v;              
            4'b0111: result = ~v;             
            4'b1000: result = c & ~z;         
            4'b1001: result = ~c | z;         
            4'b1010: result = (n == v);       
            4'b1011: result = (n != v);       
            4'b1100: result = ~z & (n == v);  
            4'b1101: result = z & (n != v);   
            4'b1110: result = 1'b1;           
            default: result = 1'b0;
        endcase
    end
endmodule
module ControlUnit(
    input [1:0] mode,
    input [3:0] opcode,
    input sIn,
    output reg [3:0] aluCmd,
    output reg memRead, memWrite,
    output reg wbEn, branch, sOut
);
    always @(mode, opcode, sIn) begin
        aluCmd = 4'd0;
        {memRead, memWrite} = 2'd0;
        {wbEn, branch, sOut} = 3'd0;
        case (opcode)
            4'b1101: aluCmd = 4'b0001;  
            4'b1111: aluCmd = 4'b1001;  
            4'b0100: aluCmd = 4'b0010;  
            4'b0101: aluCmd = 4'b0011;  
            4'b0010: aluCmd = 4'b0100;  
            4'b0110: aluCmd = 4'b0101;  
            4'b0000: aluCmd = 4'b0110;  
            4'b1100: aluCmd = 4'b0111;  
            4'b0001: aluCmd = 4'b1000;  
            4'b1010: aluCmd = 4'b0100;  
            4'b1000: aluCmd = 4'b0110;  
            default: aluCmd = 4'b0001;
        endcase
        case (mode)
            2'b00: begin
                sOut = sIn;
                wbEn = (opcode == 4'b1010 || opcode == 4'b1000) ? 1'b0 : 1'b1;
            end
            2'b01: begin
                wbEn = sIn;
                memRead = sIn;
                memWrite = ~sIn;
            end
            2'b10: branch = 1'b1;
            default:;
        endcase
    end
endmodule
module ID_Stage (
    input clk,                
    input rst,                
    input [31:0] Instruction,  
    input [31:0] Result_WB,    
    input writeBackEn,         
    input [3:0] Dest_wb,       
    input hazard,              
    input [3:0] SR,            
    output WB_EN,              
    output MEM_R_EN,           
    output MEM_W_EN,           
    output [3:0] EXE_CMD,      
    output [31:0] Val_Rn,      
    output [31:0] Val_Rm,      
    output imm,                
    output [11:0] Shift_operand,  
    output signed [23:0] Signed_imm_24,  
    output [3:0] Dest,         
    output [3:0] src1,         
    output [3:0] src2,         
    output B,
    output S,
    output Two_src             
);
    wire [3:0] cond_code;           
    wire [1:0] mode;                
    wire [3:0] opcode;              
    wire cond_result;               
    wire ctrl_wbEn, ctrl_memRead, ctrl_memWrite, ctrl_branch, ctrl_s;
    wire [3:0] reg_src2;            
    wire [3:0] ctrl_aluCmd;         
    wire cond_final;                
    assign cond_code = Instruction[31:28];
    assign mode = Instruction[27:26];
    assign opcode = Instruction[24:21];
    assign imm = Instruction[25];
    assign Shift_operand = Instruction[11:0];
    assign Signed_imm_24 = Instruction[23:0];
    assign Dest = Instruction[15:12];
    assign src1 = Instruction[19:16];
    assign Two_src = ~imm | MEM_W_EN;
    ConditionCheck condition_check(
        .condition(cond_code),
        .status(SR),
        .result(cond_result)
    );
    ControlUnit control_unit(
        .mode(mode),
        .opcode(opcode),
        .sIn(Instruction[20]),
        .aluCmd(ctrl_aluCmd),
        .memRead(ctrl_memRead),
        .memWrite(ctrl_memWrite),
        .wbEn(ctrl_wbEn),
        .branch(ctrl_branch),
        .sOut(ctrl_s)
    );
    RegisterFile rf(
        .clk(clk),
        .rst(rst),
        .src1(Instruction[19:16]),
        .src2(reg_src2),
        .Dest_wb(Dest_wb),
        .Result_WB(Result_WB),
        .writeBackEn(writeBackEn),
        .Val_Rn(Val_Rn),
        .Val_Rm(Val_Rm)
    );
    Mux2to1 #(.DATA_WIDTH(4)) mux_regSrc2(
        .in0(Instruction[3:0]),
        .in1(Instruction[15:12]),
        .sel(MEM_W_EN),
        .out(reg_src2)
    );
    assign cond_final = ~cond_result | hazard;
    assign src2 = reg_src2;
    Mux2to1 #(.DATA_WIDTH(9)) mux_ctrlSignals(
        .in0({ctrl_aluCmd, ctrl_memRead, ctrl_memWrite, ctrl_wbEn, ctrl_branch, ctrl_s}),
        .in1(9'd0),
        .sel(cond_final),
        .out({EXE_CMD, MEM_R_EN, MEM_W_EN, WB_EN, B, S})
    );
endmodule
module Mux2to1 #(
    parameter DATA_WIDTH = 32   
)(
    input [DATA_WIDTH-1:0] in0,   
    input [DATA_WIDTH-1:0] in1,   
    input sel,                    
    output reg [DATA_WIDTH-1:0] out  
);
    always @(*) begin
        out = (sel == 1'b0) ? in0 : in1;
    end
endmodule
module RegisterFile (
    input clk, rst,
    input [3:0] src1, src2, Dest_wb,
    input [31:0] Result_WB,
    input writeBackEn,
    output [31:0] Val_Rn,Val_Rm 
);
    reg [31:0] register_array [15:0];
    assign Val_Rn = register_array[src1];
    assign Val_Rm = register_array[src2];
    integer i;
    always @(negedge clk) begin
        if (rst) begin
            for (i = 0; i < 16; i = i + 1) begin
                register_array[i] <= 32'b0;
            end
        end else if (writeBackEn) begin
            register_array[Dest_wb] <= Result_WB;
        end
    end
endmodule
==> ./run.sh <==
#!/bin/bash
# OpenROAD 26Q1-2900-gdf79404cd8, Yosys 0.63+post, stock flow scripts
make -C /OpenROAD-flow-scripts/flow DESIGN_CONFIG=/design/flow/config.mk WORK_HOME=/design/flow/orfs finish
==> ./config.mk <==
export PLATFORM = sky130hd
export DESIGN_NAME = ID_Stage
export DESIGN_NICKNAME = ID_Stage
export VERILOG_FILES = /design/flow/design.v
export SDC_FILE = /design/flow/constraint.sdc
export NUM_CORES = 4
export LEC_CHECK = 1
export CORE_UTILIZATION = 50
==> ./constraint.sdc <==
current_design ID_Stage

set clk_period 48.4
set clk_io_pct 0.2

create_clock -name clk0 -period $clk_period [get_ports {clk}]

set non_clock_inputs [all_inputs -no_clocks]
set_input_delay [expr $clk_period * $clk_io_pct] -clock clk0 $non_clock_inputs
set_output_delay [expr $clk_period * $clk_io_pct] -clock clk0 [all_outputs]
==> flow_metrics.env <==
# physical design summary
export IMPL_outcome="completed"
export IMPL_fillers=4573
export IMPL_tool_warnings=537
export IMPL_top_cells_by_count="and2_1, edfxtp_1, nand2_1, nand2b_1, a21oi_1"
export IMPL_most_common_cell="and2_1"
export IMPL_ys_seq_share_pct=51.06
export IMPL_numCtsBuffers=58
export IMPL_dieArea_um2=61200
export IMPL_synth_stat_cells=2534
export IMPL_firstDrtPassIters=28
export IMPL_power_density_nw_per_um2=35.79
export IMPL_antenna_left=0
export IMPL_fin_util_pct=60.61
export IMPL_grt_pass1_vias=23695
export IMPL_maxSlewViolCount=0
export IMPL_wl_um=97360
export IMPL_cts_resized=0
export IMPL_cts_tree="built"
export IMPL_swShare_pct=30.07
export IMPL_initial_core_util_pct=50.82
export IMPL_crit_slowest_cell="o21ai_0"
export IMPL_ys_area_um2=30110
export IMPL_drc_errors=0
export IMPL_vias_per_cell=5.817
export IMPL_ff_type="edfxtp_1"
export IMPL_grt_max_degree=83
export IMPL_grt_total_usage_pct=35.35
export IMPL_vdd_drop_max_uv=30.94
export IMPL_area_delta_synth_final_pct=19.27
export IMPL_post_drt_wl_per_cell_um=25.07
export IMPL_routabilityCongestion=0.8930
export IMPL_synth_cell_types=41
export IMPL_antenna_found_initial=2
export IMPL_post_cts_buffers=0
export IMPL_grt_pass1_wl_um=142500
export IMPL_die_w_um=247.4
export IMPL_p_int_uw=898.7
export IMPL_vias=22592
export IMPL_synth_top_cell_by_area="edfxtp_1"
export IMPL_leakagePower_nw=14.83
export IMPL_finalSetupViolations=0
export IMPL_top_register="rf.register_array"
export IMPL_pwr_share_clk_pct=46.4
export IMPL_max_stage_delay_ns=0.56
export IMPL_cp_data_required_time_ns=38.72
export IMPL_grt_overflow=0
export IMPL_rsz0062_at_grt="no"
export IMPL_slew_headroom_pct=43.40
export IMPL_seqPwrFrac_pct=41.5
export IMPL_rows=89
export IMPL_largestRegisters="rf.register_array: 512 flops"
export IMPL_syn_area_um2=30110
export IMPL_p_comb_share_pct=12.1
export IMPL_cp_start_kind="register"
export IMPL_cp_end_kind="output port"
export IMPL_clk_pin_slew_worst_paths_ns=0.03
export IMPL_critPathMaxFanout=3
export IMPL_numSynthFlops=512
export IMPL_hpwl_um=55940
export IMPL_yosysTopAreaCellShare_pct=51.06
export IMPL_final_layout_size_suffix_gt1_share_pct=11.38
export IMPL_cts_root_buf="clkbuf_16"
export IMPL_cap_violations=0
export IMPL_synth_area_per_cell_um2=11.88
export IMPL_edf_count=512
export IMPL_pin_count=199
export IMPL_critical_path_class="reg -> out"
export IMPL_cts_path_max_buffers=3
export IMPL_core_um2=59240
export IMPL_io_buffers=174
export IMPL_worst_pin_slew_ns=0.8490
export IMPL_fp_dieH_um=247.4
export IMPL_drt_iter0_markers=1442
export IMPL_crit_arrival_ns=27.05
export IMPL_largest_reg_flops=512
export IMPL_cp_cell_sequence="nand2b_1 > a21oi_1 > o21ai_0 > o2111ai_1 > or3_1 > clkdlybuf4s50_1"
export IMPL_holdBufCountCts=0
export IMPL_topCellsByArea="edfxtp_1, mux4_2, and2_1, mux2i_1, nand2b_1"
export IMPL_yosysWarningCount=5
export IMPL_numClockSinks=512
export IMPL_p_switching_uw=386.4
export IMPL_htree_levels=2
export IMPL_async_flop_share_pct=0
export IMPL_fin_tns_setup_ns=0
export IMPL_holdCritPathClass="in -> out"
export IMPL_netlist_instances=2534
export IMPL_final_hold_viol_count=0
path summary, 6_finish.rpt:
path,endpoint,start,slack [ns],cells after the start
max,Val_Rm[22],rf.register_array[0][22],11.67,6
min,Shift_operand[10],Instruction[10],19.36,0
critical path: cells and delay by family (launching register included):
| family | cells | cell delay [ns] |
|---|---|---|
| AOI/OAI and AO/OA | 3 | 0.82 |
| buffers and inverters | 1 | 0.43 |
| DFF | 1 | 0.39 |
| and+or+nand+nor | 2 | 0.56 |
power groups by stage:
| stage | sequential (mW) | combinational, mW | clock [mW] |
|---|---|---|---|
| finish | 0.534 | 0.155 | 0.596 |
| global route | 0.536 | 0.166 | 0.666 |
| CTS | 0.533 | 0.155 | 0.616 |
through the flow:
step / hold slack [ns] / worst slack (ns) / area (µm²) / cells / total power [mW]
6_report: 19.36 / 11.67 / 35910 / 3884 / 1.285
5_1_grt: 19.36 / 11.51 / 35910 / 3883 / 1.368
4_1_cts: 19.36 / 11.68 / 35910 / 3883 / 1.305
3_5_place_dp: 19.36 / 11.16 / 32140 / 3266 / 0.7552
3_3_place_gp: 19.36 / 11.20 / 32140 / 3266 / 0.7533
2_1_floorplan: 19.37 / 12.81 / 30110 / 2534 / 0.6840
kinds of logic after synthesis:
kind of cell | count (synthesis) | share of synthesized area (%)
flops | 512 | 51.06
mux | 328 | 17.57
simple gates | 1011 | 19.14
xor+xnor | 5 | 0.1454
buf+inv | 277 | 4.301
compound gates | 401 | 7.779
routing by layer:
| metal | GRT usage (%) | up-vias | part of all wire (%) |
|---|---|---|---|
| met4 | 12.47 | 6 | 2.7 |
| li1 | - | 10291 | - |
| met5 | 1.192 | - | 0.13 |
| met3 | 24.34 | 187 | 14 |
| met2 | 48.90 | 1284 | 46 |
| met1 | 46.05 | 10824 | 36 |
cell usage in the layout, fill, tap and decap left out, drive strengths merged, types with 16 or more instances in the layout:
cell and count:
nor2 18, clkdlybuf4s50 168, o22ai 66, or3 33, edfxtp 512, o211ai 33
a21oi 193, buf 63, or2 16, nand2b 202, clkbuf 59, inv 539
nand2 206, clkinvlp 18, o2111ai 33, o21ai 68, and2 513, mux2i 164
mux4 160
cell type report:
type	instances	area [µm²]	share of cell area, %
diodes	1	2.502	0.006969
clock buffers	59	1476	4.112
clock inverters	559	2291	6.380
inverters	4	17.52	0.04878
multi-input cells	1745	13610	37.90
flip-flops and latches	512	15370	42.82
well taps	773	967.2	2.693
repair buffers	231	2171	6.045
Power figures rest on the tool's default switching activity, not on a simulated workload.
