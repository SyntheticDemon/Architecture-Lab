<file path="/design/flow/run.sh">
#!/bin/bash
# OpenROAD 26Q1-2900-gdf79404cd8, Yosys 0.63+post, stock flow scripts
make -C /OpenROAD-flow-scripts/flow DESIGN_CONFIG=/design/flow/config.mk WORK_HOME=/design/flow/orfs finish
</file>
<file path="/design/flow/design.v">
module ALU
(
    input       [31:0]   val1, val2,
    input                           carry,
    input       [3:0]               EX_command,
    output  [31:0]   res,
    output  [3:0]               SR
);
    reg V1, C1;
    wire N1, Z1;
    reg [32:0] temp_res;
    assign res = temp_res[31:0];
    assign SR = {Z1, C1, N1, V1};
    assign N1 = res[31];
    assign Z1 = |res ? 0:1;
    always @(*) begin
        V1 = 1'b0;
        C1 = 1'b0;
        case (EX_command)
            4'b0001: begin
                temp_res = val2;
            end
            4'b1001: begin
                temp_res = ~val2;
            end
            4'b0010: begin
                temp_res = val1 + val2;
                C1 = temp_res[32];
                V1 = (val1[31] ~^ val2[31]) & (temp_res[31] ^ val1[31]);
            end
            4'b0011: begin
                temp_res = val1 + val2 + carry;
                C1 = temp_res[32];
                V1 = (val1[31] ~^ val2[31]) & (temp_res[31] ^ val1[31]);
            end
            4'b0100: begin
                temp_res = {val1[31], val1} - {val2[31], val2};
                C1 = temp_res[32];
                V1 = (val1[31] ^ val2[31]) & (temp_res[31] ^ val1[31]);
            end
            4'b0101: begin
                temp_res = val1 - val2 - {31'b0,~carry}; 
                C1 = temp_res[32];
                V1 = (val1[31] ^ val2[31]) & (temp_res[31] ^ val1[31]);
            end
            4'b0110: begin
                temp_res = val1 & val2;
            end
            4'b0111: begin
                temp_res = val1 | val2;
            end
            4'b1000: begin
                temp_res = val1 ^ val2;
            end
            4'b1100: begin
                temp_res = {val1[31], val1} - {val2[31], val2};
                C1 = temp_res[32];
                V1 = (val1[31] ^ val2[31]) & (temp_res[31] ^ val1[31]);
            end
            4'b1110: begin
                temp_res = val1 & val2;
            end
            4'b1010: begin
                temp_res = val1 + val2;
            end
            4'b1010: begin
                temp_res = val1 - val2;
            end
            default:
                temp_res = 32'b0;
        endcase
    end
endmodule
</file>
<file path="/design/flow/constraint.sdc">
current_design ALU

set clk_period 22.0
set clk_io_pct 0.2

create_clock -name clk0 -period $clk_period

set non_clock_inputs [all_inputs -no_clocks]
set_input_delay [expr $clk_period * $clk_io_pct] -clock clk0 $non_clock_inputs
set_output_delay [expr $clk_period * $clk_io_pct] -clock clk0 [all_outputs]
</file>
<file path="/design/flow/config.mk">
export PLATFORM = sky130hd
export DESIGN_NAME = ALU
export DESIGN_NICKNAME = ALU
export VERILOG_FILES = /design/flow/design.v
export SDC_FILE = /design/flow/constraint.sdc
export NUM_CORES = 4
export LEC_CHECK = 1
export CORE_UTILIZATION = 40
</file>
==> flow_metrics.env <==
# physical design summary
export IMPL_synth_most_common_cell="ha_1"
export IMPL_tightest_slew_ps=1040
export IMPL_hold_viol_final=0
export IMPL_slew_viol_final=0
export IMPL_gp_congestion=1.00
export IMPL_hold_ws_ps=10030
export IMPL_routed_via_count=10642
export IMPL_top_cells_by_count="ha_1 (147), inv_1 (120), a21oi_1 (117), nor2_1 (117), nand2_1 (98)"
export IMPL_worstSetupStartpoint="val2[0]"
export IMPL_layout_setup_ws_ps=7150
export IMPL_postCtsHoldBufs=0
export IMPL_drt_iter0_markers=896
export IMPL_post_cts_buffers=0
export IMPL_dieWidth_um=155
export IMPL_cts_resized=0
export IMPL_initial_core_util=0.410
export IMPL_nClkBuffers=0
export IMPL_worst_ep_required_time_ps=17600
export IMPL_topCellsByArea="ha_1 (20%), xnor2_1 (7.1%), a21oi_1 (6.3%)"
export IMPL_crit_path_end="SR[3]"
export IMPL_worstSetupEndpointType="primary output"
export IMPL_critPathLaunchType="primary input"
export IMPL_ir_drop_mv=0.0130
export IMPL_diodes=0
export IMPL_grt_pass1_wl_um=55700
export IMPL_setup_viol=0
export IMPL_sequential_cell_total=0
export IMPL_fin_crit_ps=14850
export IMPL_drt_pre_antenna_iters=7
export IMPL_ys_sh_simple=0.240
export IMPL_critPathTopFamily="simple AND/OR/NAND/NOR gates"
export IMPL_rsz0062_at_grt="false"
export IMPL_final_antenna_net_count=0
export IMPL_fmax_mhz=67.4
export IMPL_grt_pass1_vias=9812
export IMPL_cp_arrival_ps=10450
export IMPL_critPathSlowestCell="clkdlybuf4s50_1"
export IMPL_status="finished, final reports clean"
export IMPL_track_usage=0.301
export IMPL_core_area_um2=22800
export IMPL_yosys_area_top_type="ha_1"
export IMPL_syn_to_final_growth_pct=13.8
export IMPL_power_leakage_nw=4.38
export IMPL_rows=55
export IMPL_logic_family="AND-OR/OR-AND gates"
export IMPL_wire_per_inst_um=20.7
export IMPL_critPathMaxStageDelay_ps=580
export IMPL_grt_overflow_total=0
export IMPL_ys_sh_adder=0.213
export IMPL_drv_cap=0
export IMPL_cp_num_cells=18
export IMPL_warnings=128
export IMPL_flop_area_um2=0
export IMPL_grt_start_max_net_pins=25
export IMPL_ys_cells=1382
export IMPL_chipArea_um2=23900
export IMPL_post_dp_hpwl_um=28500
export IMPL_synth_largest_type_area_fraction=0.197
export IMPL_die_y_um=155
export IMPL_syn_inst=1382
export IMPL_fin_crit_sh=0.675
export IMPL_netlist_area_um2=9330
export IMPL_yosysWarnings=1
export IMPL_slew_headroom=0.304
export IMPL_cp_max_fo=8
export IMPL_cp_buffers_inverters=3
export IMPL_finalPower_mw=0.342
export IMPL_tns_ps=0
export IMPL_wl_met2_um=16200
export IMPL_top_layer="met4"
export IMPL_p_per_area_nw_per_um2=32.2
export IMPL_path_cells="clkdlybuf4s50_1 > ha_1 > inv_1 > fa_1 > nand2b_4 > a21oi_4 > mux2i_1 > o311ai_2 > nor4_1 > xor2_1 > a221o_1 > nor4_1 > or4b_1 > nor4b_1 > or4b_1 > nor4b_1 > and4bb_1 > clkdlybuf4s50_1"
export IMPL_wl_met3_um=2720
export IMPL_muxShareOfSynthArea=0.00751
export IMPL_io_pins=105
export IMPL_place_ws_ps=7230
export IMPL_ys_seq_frac=0
export IMPL_port_buffers=105
export IMPL_viasPerCell=6.11
export IMPL_drc=0
export IMPL_drive_gt1_frac=0.0392
export IMPL_synth_cell_types=95
export IMPL_antenna_found_initial=0
export IMPL_worstHoldPathType="primary input to primary output"
export IMPL_yosys_area_um2=9330
export IMPL_syn_avg_cell_area_um2=6.75
export IMPL_drt_met1_wl_um=15900
export IMPL_synthAoiAreaFrac=0.352
export IMPL_n_fill_cell=2340
export IMPL_drt_wl_total_um=36100
export IMPL_worstSetupPathType="primary input to primary output"
export IMPL_synthXorXnorAreaFrac=0.100
[routing by layer]
| layer | GRT usage | vias to the layer above |
|---|---|---|
| li1 | - | 5180 |
| met1 | 0.419 | 4901 |
| met4 | 0.0962 | 0 |
| met2 | 0.488 | 487 |
| met5 | 0 | - |
| met3 | 0.0322 | 74 |
[area by class of cell]
class	instances	area [µm²]	share of cell area
Multi-Input combinational cell	1180	8550	0.805
Timing Repair Buffer	127	1220	0.115
Inverter	122	458	0.0431
Tap cell	313	392	0.0369
[cell usage in the layout (no fill, tap or decap), types with 16 or more instances in the layout]
cell and count:
a211oi_1 22, a21o_1 24, a21oi_1 117, a221oi_1 23, buf_4 22, clkdlybuf4s50_1 105, ha_1 147, inv_1 120
nand2_1 98, nand2b_1 16, nand3_1 29, nor2_1 116, nor2b_1 21, nor3_1 45, nor4_1 16, o211ai_1 25
o21ai_0 73, o221ai_1 24, xnor2_1 76, xor2_1 28
[through the flow]
| stage | util | instance area, µm² | std cells |
|---|---|---|---|
| floorplan | - | 9330 | 1382 |
| global placement | 0.466 | 10600 | 1742 |
| detailed placement | 0.466 | 10600 | 1742 |
| CTS | 0.466 | 10600 | 1742 |
| global route | 0.466 | 10600 | 1742 |
| finish | 0.466 | 10600 | 1742 |
[worst min-delay path by stage]
| stage | end | cells after the start | startpoint |
|---|---|---|---|
| 4_1_cts | res[1] | 4 | val2[1] |
| 5_1_grt | SR[0] | 5 | EX_command[1] |
| 6_report | res[1] | 4 | val2[1] |
[power breakdown]
part           internal [mW]  switching [mW]  total, mW
logic                  0.140           0.202      0.342
clock network              0               0          0
registers                  0               0          0
total                  0.140           0.202      0.342
[cell families (layout without fill, tap and decap cells)]
kind of cell | Yosys count | after routing
AOI/OAI and AO/OA | 472 | 472
and+or+nand+nor | 438 | 438
buffers and inverters | 202 | 249
adders and majority gates | 158 | 158
xor gates and xnor gates | 105 | 105
muxes | 7 | 7
