<file path="design/flow/run.sh">
#!/bin/bash
# OpenROAD 26Q1-2900-gdf79404cd8, Yosys 0.63+post, stock flow scripts
make -C /OpenROAD-flow-scripts/flow DESIGN_CONFIG=/design/flow/config.mk WORK_HOME=/design/flow/orfs finish
</file>
<file path="design/flow/config.mk">
export PLATFORM = sky130hd
export DESIGN_NAME = Mem_Stage
export DESIGN_NICKNAME = Mem_Stage
export VERILOG_FILES = /design/flow/design.v
export SDC_FILE = /design/flow/constraint.sdc
export NUM_CORES = 4
export LEC_CHECK = 1
export CORE_UTILIZATION = 30
</file>
<file path="design/flow/constraint.sdc">
current_design Mem_Stage

set clk_period 9.5
set clk_io_pct 0.2

create_clock -name clk0 -period $clk_period [get_ports {clk}]

set non_clock_inputs [all_inputs -no_clocks]
set_input_delay [expr $clk_period * $clk_io_pct] -clock clk0 $non_clock_inputs
set_output_delay [expr $clk_period * $clk_io_pct] -clock clk0 [all_outputs]
</file>
<file path="design/flow/design.v">
module Mem_Stage
(
    input clk, rst,
    input [3:0] dst,
    input [31:0] ALU_res,
    input [31:0] val_Rm,
    input mem_read, mem_write, WB_en,
    output [3:0] dst_out,
    output [31:0] ALU_res_out,
    output [31:0] mem_out,
    output mem_read_out, WB_en_out
);
    assign dst_out = dst;
    assign mem_read_out = mem_read;
    assign WB_en_out = WB_en;
    assign ALU_res_out = ALU_res;
    Memory M1(
    .clk(clk),
    .rst(rst),
    .alu_res(ALU_res),
    .Val_Rm(val_Rm),
    .mem_w_en(mem_write),
    .mem_r_en(mem_read),
    .res_data(mem_out)
    );
endmodule
module Memory
(
    input                    clk,
    input                    rst,
    input  [31:0] alu_res,
    input  [31:0] Val_Rm,
    input                    mem_w_en,
    input                    mem_r_en,
    output reg [31:0] res_data
);
    wire [31:0] dataAdr;
    wire [31:0] generatedAddr;
    assign dataAdr = alu_res - 32'd1024;
    assign generatedAddr = {2'b00, dataAdr[31:2]};  
    reg [31:0] mem_data [0:63];
  integer i;
  always @(posedge clk, posedge rst)
  begin
        if (rst)
            for (i = 0; i < 64; i = i + 1) begin
                mem_data[i] <= 32'd0;
            end
        else if (mem_w_en) begin  
                mem_data[generatedAddr] <= Val_Rm;
    end
  end
    always @(mem_r_en, generatedAddr) begin
        if (mem_r_en)
            res_data = mem_data[generatedAddr];
        else 
            res_data = 32'b0;
    end
endmodule
</file>
==> impl_metrics.env <==
# physical design summary
export IMPL_drv_slew=0
export IMPL_gp_congestion=0.975
export IMPL_synth_cells=6521
export IMPL_ir_worst_vdd_v=0.000155
export IMPL_synth_stat_cells=6521
export IMPL_synthArstFlopShare_pct=100
export IMPL_power_internal_mw=15.9
export IMPL_htree_levels=4
export IMPL_min_from="M1.mem_data[5][13]"
export IMPL_netlist_area_um2=88900
export IMPL_antenna_found_initial=20
export IMPL_port_buffers=80
export IMPL_clock_skew_ns=0
export IMPL_fillerInstances=27800
export IMPL_top_area_cell="dfrtp_1"
export IMPL_placed_area_um2=95400
export IMPL_grt_pass1_vias=63300
export IMPL_clkTransAtPathRegs_ns=0.05
export IMPL_drc_errors=0
export IMPL_finalSetupTns_ns=0
export IMPL_yosys_stat_area_um2=88900
export IMPL_numCtsBuffers=211
export IMPL_yosys_cell_types_count=52
export IMPL_cp_end_kind="primary output"
export IMPL_holdPathEnd="M1.mem_data[5][13]"
export IMPL_top_regs="M1.mem_data: 2048 flops"
export IMPL_cts_setup_buffers=0
export IMPL_viasPerCell=5.89
export IMPL_grt_max_degree=131
export IMPL_grt_overflow_total=0
export IMPL_p_sw_share_pct=24.4
export IMPL_clkPwrFrac_pct=41.4
export IMPL_drt_first_pass_iters=28
export IMPL_holdCritPathClass="flip-flop to flip-flop"
export IMPL_crit_required_ns=7.60
export IMPL_max_cap_violations=0
export IMPL_fp_row_count=199
export IMPL_ys_warn_count=2
export IMPL_yosysSeqAreaShare_pct=57.7
export IMPL_layout_drive_gt1_share_pct=43.9
export IMPL_synth_area_top_cells="dfrtp_1 (58%), mux2_2 (26%), a22oi_1 (7.1%), clkbuf_1 (1.7%), nand4_1 (1.0%)"
export IMPL_fp_coreArea_um2=294000
export IMPL_status="completed"
export IMPL_p_sw_mw=5.15
export IMPL_dp_hpwl_mm=227
export IMPL_top_register="M1.mem_data"
export IMPL_finalSetupViolCount=0
export IMPL_regArea_um2=51200
export IMPL_crit_type="primary input to primary output"
export IMPL_r2r_cells=1
export IMPL_edf_count=0
export IMPL_worst_pin_slew_ns=1.37
export IMPL_cts_sinks=2048
export IMPL_synth_avg_cell_area_um2=13.6
export IMPL_min_period_ns=8.61
export IMPL_die_area_um2=298000
export IMPL_largest_reg_flops=2048
export IMPL_clock_root_buffer="clkbuf_16"
export IMPL_grtUsageTotal_pct=26.2
export IMPL_min_path_cells=1
export IMPL_drt_wl_total_mm=378
export IMPL_clockBufferDepth=3
export IMPL_comb_power_share_pct=9.1
export IMPL_openroad_warnings=57
export IMPL_area_growth_pct=15.7
export IMPL_slew_headroom_pct=8.22
export IMPL_fp_util_pct=30.2
export IMPL_rsz0062_at_grt="false"
export IMPL_power_frac_seq_pct=49.6
export IMPL_p_per_area_nw_per_um2=205
export IMPL_yosysTopAreaCellShare_pct=57.7
export IMPL_ys_ff=2048
export IMPL_fmax_ghz=0.116
export IMPL_io_pins=143
export IMPL_crit_fanout=16
export IMPL_grt_first_pass_wirelength_mm=521
export IMPL_avgRoutedWirePerCell_um=35.7
export IMPL_ant_nets=0
export IMPL_first_iter_violations=5347
export IMPL_ff_type="dfrtp_1"
export IMPL_r2r_slack_ns=8.67
export IMPL_worstReg2RegEnd="M1.mem_data[9][29]"
export IMPL_cts_hold_buf=0
export IMPL_place_ws_ns=1.01
export IMPL_timing_rr_start="M1.mem_data[9][29]"
export IMPL_fin_ws_ns=0.893
export IMPL_final_comb_area_um2=35600
export IMPL_p_leak_nw=47.5
export IMPL_ctsResizeCount=0
export IMPL_clk_latency_ns=0.85
export IMPL_fin_area_um2=103000
export IMPL_die_x_um=546
export IMPL_die_y_um=546
export IMPL_cp_start_kind="primary input"
export IMPL_finalCritPeriodShare_pct=90.6
export IMPL_arrival_ns=6.71
export IMPL_cts_tree="built"
export IMPL_hold_viol=0
export IMPL_num_vias=62300
-- cell usage after synthesis (all sizes together), types with 2 or more instances --
| cell | number |
|---|---|
| nor3 | 34 |
| nor2 | 103 |
| a2bb2oi | 2 |
| o2bb2ai | 9 |
| or4b | 4 |
| nor2b | 2 |
| a2111oi | 24 |
| inv | 3 |
| a22oi | 838 |
| o211ai | 6 |
| nor4b | 4 |
| nand3 | 45 |
| a22o | 47 |
| a21oi | 35 |
| nand2 | 145 |
| o21ai | 43 |
| nor4 | 41 |
| nand4 | 147 |
| clkbuf | 414 |
| a222oi | 30 |
| and3 | 65 |
| mux2i | 25 |
| mux2 | 2048 |
| nor4bb | 8 |
| a31oi | 27 |
| and2 | 8 |
| and4b | 2 |
| or4 | 3 |
| nand2b | 2 |
| a221oi | 7 |
| nand4b | 4 |
| buf | 283 |
| dfrtp | 2048 |
| nand4bb | 5 |
| and4bb | 3 |
-- critical path, stage by stage --
cell and delay, ns:
clkdlybuf4s50_1 0.87, buf_4 0.32, and4bb_2 0.70, and2_2 0.93, buf_4 0.43, a22oi_1 0.14
nand4_1 0.15, nor3_1 0.08, a31oi_1 0.56, clkdlybuf4s50_1 0.59
-- cells by family after synthesis --
logic type             count (synthesis)  synth area share, %
AND/OR/NAND/NOR                      627                 3.76
AND-OR/OR-AND                       1073                 9.03
buffers and inverters                700                 3.30
flip-flops                          2048                 57.7
multiplexers                        2073                 26.2
-- metal layers --
| metal | up-vias | global-route usage (%) | share of wire, % |
|---|---|---|---|
| li1 | 24300 | - | - |
| met1 | 32800 | 31.6 | 36 |
| met2 | 4070 | 35.5 | 42 |
| met3 | 1148 | 17.1 | 16 |
| met4 | 18 | 14.1 | 6.4 |
| met5 | - | 0.721 | 0.075 |
-- worst max path at each step --
stage	startpoint	end
after CTS	ALU_res[3]	mem_out[18]
after global routing	ALU_res[3]	mem_out[18]
final	ALU_res[3]	mem_out[1]
-- cell usage in the layout (no fill, tap or decap), types with 40 or more instances in the layout --
cell type and instances:
clkbuf_16 212, nor2_4 82, a22o_1 47, nand3_1 45, mux2_2 2048, buf_4 318
nand4_1 147, nor4_1 40, clkbuf_1 46, and3_1 65, clkdlybuf4s50_1 45, o21ai_0 43
clkbuf_8 58, nand2_1 106, a22oi_1 838, dfrtp_1 2048
-- metrics by stage --
step | hold slack [ns] | power [mW] | utilization, % | std cells
finish | 0.496 | 21.1 | 34.9 | 10600
global route | 0.506 | 21.7 | 34.9 | 10600
CTS | 0.496 | 21.1 | 34.9 | 10600
detailed placement | 0.484 | 12.5 | 32.4 | 10200
global placement | 0.479 | 12.4 | 32.4 | 10200
floorplan | 0.471 | 11.9 | - | 6521
-- final cells by class --
cell class / instances / area share, %
diodes: 24 / 0.0584
clock buffers: 316 / 6.11
clock inverters: 64 / 1.02
inverters: 3 / 0.0146
multi-input cells: 3773 / 34.6
flip-flops and latches: 2048 / 49.9
well taps: 3919 / 4.77
repair buffers: 428 / 3.53
-- power by group through the flow --
stage,clock network [mW],logic (mW),registers [mW]
finish,8.71,1.91,10.4
global route,9.11,2.06,10.6
CTS,8.77,1.90,10.4
Power and IR drop assume default switching activity.
